==> /design/flow/design.v <==
module Argmax #(
    parameter width = 25  
) (
    input clk, rstn,
    input [width-1:0] in0b,
    input [width-1:0] in1b,
    input [width-1:0] in2b,
    input [width-1:0] in3b,
    input [width-1:0] in4b,
    input [width-1:0] in5b,
    output [width-1:0] max_in
);
    reg [width-1:0] comp_0b_1b;
    reg [width-1:0] comp_2b_3b;
    reg [width-1:0] comp_4b_5b;
    reg [width-1:0] comp_0b_1b_2b_3b;
    reg [width-1:0] comp_4b_5b_temp;
    reg [width-1:0] comp_final;
    wire [width-1:0] comp_0b_1b_wire;
    wire [width-1:0] comp_2b_3b_wire;
    wire [width-1:0] comp_4b_5b_wire;
    wire [width-1:0] comp_0b_1b_2b_3b_wire;
    wire [width-1:0] comp_4b_5b_temp_wire;
    wire [width-1:0] comp_final_wire;
    assign comp_0b_1b_wire = (in0b>in1b) ? in0b : in1b;
    assign comp_2b_3b_wire = (in2b>in3b) ? in2b : in3b;
    assign comp_4b_5b_wire = (in4b>in5b) ? in4b : in5b;
    assign comp_0b_1b_2b_3b_wire = (comp_0b_1b > comp_2b_3b) ? comp_0b_1b : comp_2b_3b;
    assign comp_4b_5b_temp_wire = comp_4b_5b_temp;
    assign comp_final_wire = (comp_0b_1b_2b_3b > comp_4b_5b) ? comp_0b_1b_2b_3b : comp_4b_5b;
    always @(posedge clk, negedge rstn)
    begin: first_comparison_stage
        if (!rstn) begin 
            comp_0b_1b <= 'b0;
            comp_2b_3b <= 'b0;
            comp_4b_5b_temp <= 'b0;
        end
        else begin
            comp_0b_1b <= comp_0b_1b_wire;
            comp_2b_3b <= comp_2b_3b_wire;
            comp_4b_5b_temp <= comp_4b_5b_wire;
        end
    end
    always @(posedge clk, negedge rstn)
    begin: second_comparison_stage
        if (!rstn) begin 
            comp_0b_1b_2b_3b <= 'b0;
            comp_4b_5b <= 'b0;
        end
        else begin
            comp_0b_1b_2b_3b <= comp_0b_1b_2b_3b_wire;
            comp_4b_5b <= comp_4b_5b_temp_wire;
        end
    end
    always @(posedge clk, negedge rstn)
    begin: third_comparison_stage
        if (!rstn) begin 
            comp_final <= 'b0;
        end
        else begin
            comp_final <= comp_final_wire;
        end
    end
    assign max_in = comp_final;
endmodule
module Artificial_Neuron 
#(
    parameter k = 4,
    parameter n = 4,
    parameter b = 4,
    parameter m = 4,
    parameter res_width =  $clog2(m*((2**k)-1)*((2**n)-1)+2**b-1)
)
(
    input signed [m*k-1:0] activation_input,
    input signed [m*n-1:0] weight,
    input signed [b-1:0] bias,
    input clk, load_params, rstn,
    output signed [res_width-1:0] res
);
    reg signed [m*k-1:0] activation_input_reg;
    reg signed [m*n-1:0] weight_reg;
    reg signed [b-1:0] bias_reg;
wire signed [m*res_width-1:0] temp_sum;
always @(posedge clk, negedge rstn)
begin
    if (!rstn)begin 
        weight_reg = 'b0;
        bias_reg = 'b0;
    end
    else if (rstn && load_params)begin
        weight_reg = weight;
        bias_reg = bias;
    end
end
always @(posedge clk, negedge rstn)
begin
    if (!rstn)begin 
        activation_input_reg = 'b0;
    end
    else if (rstn)begin
        activation_input_reg = activation_input;
    end
end
MAC_unit #(.k(k), .n(n), .b(b), .res_width(res_width)) mac0 (activation_input_reg[k-1:0], weight_reg[n-1:0], bias_reg, temp_sum[res_width-1:0]);
genvar i;
generate
    for (i=1; i<m; i=i+1) begin: mac
	   MAC_unit #(.k(k), .n(n), .b(b), .res_width(res_width)) mac_units (activation_input_reg[(i+1)*k-1:i*k], weight_reg[(i+1)*n-1:i*n], temp_sum[i*res_width-1:(i-1)*res_width], temp_sum[(i+1)*res_width-1:(i)*res_width]);
	end
  endgenerate
assign res = (temp_sum[m*res_width-1]==0)? temp_sum [m*res_width-1:(m-1)*res_width] : 'b0;
endmodule
module MAC_unit #(
    parameter n = 8,     
    parameter b = 8,     
    parameter k = 8,     
    parameter res_width = $clog2(((2**k)-1)*((2**n)-1)+2**b)  
)(
    input signed [k-1:0] activation_input,
    input signed [n-1:0] weight,
    input signed [res_width-1:0] prev_res,   
    output signed [res_width-1:0] res
);
   wire signed [k+n-1:0] multiplication;
   assign multiplication = activation_input*weight;
   assign res = multiplication + prev_res;
endmodule
module Neural_Network
#(
    parameter k1 = 8,
    parameter n = 8,
    parameter b = 8,
    parameter m1 = 11,
    parameter m2 = 2,
    parameter res_width1 =  $clog2(m1*((2**k1)-1)*((2**n)-1)+2**b-1),
    parameter k2 = res_width1,
    parameter res_width2 =  $clog2(m2*((2**k2)-1)*((2**n)-1)+2**b-1)
)
(
    input clk, load_params, rstn,
    input signed [m1*k1-1:0] activation0a,
    input signed [m1*n-1:0] weight0a,
    input  [b-1:0] bias0a,
    input signed [m1*k1-1:0] activation1a,
    input signed [m1*n-1:0] weight1a,
    input  [b-1:0] bias1a,
    input signed [m2*k2-1:0] weight0b,
    input  [b-1:0] bias0b,
    input signed [m2*k2-1:0] weight1b,
    input  [b-1:0] bias1b,
    input signed [m2*k2-1:0] weight2b,
    input  [b-1:0] bias2b,
    input signed [m2*k2-1:0] weight3b,
    input  [b-1:0] bias3b,
    input signed [m2*k2-1:0] weight4b,
    input  [b-1:0] bias4b,
    input signed [m2*k2-1:0] weight5b,
    input  [b-1:0] bias5b,
    output [res_width2-1:0] result
);
reg [res_width1-1:0] res0a_reg;
reg [res_width1-1:0] res1a_reg;
reg [res_width2-1:0] res0b_reg;
reg [res_width2-1:0] res1b_reg;
reg [res_width2-1:0] res2b_reg;
reg [res_width2-1:0] res3b_reg;
reg [res_width2-1:0] res4b_reg;
reg [res_width2-1:0] res5b_reg;
wire [res_width1-1:0] res0a;
wire [res_width1-1:0] res1a;
wire [res_width2-1:0] res0b;
wire [res_width2-1:0] res1b;
wire [res_width2-1:0] res2b;
wire [res_width2-1:0] res3b;
wire [res_width2-1:0] res4b;
wire [res_width2-1:0] res5b;
wire [m2*res_width2-1:0] activation_sec_layer;
    always @(posedge clk, negedge rstn)
    begin
        if (!rstn) begin 
            res0a_reg <= 'b0;
            res1a_reg <= 'b0;
            res0b_reg <= 'b0;
            res1b_reg <= 'b0;
            res2b_reg <= 'b0;
            res3b_reg <= 'b0;
            res4b_reg <= 'b0;
            res5b_reg <= 'b0;
        end
        else if (rstn && load_params) begin
            res0a_reg <= res0a;
            res1a_reg <= res1a;
            res0b_reg <= res0b;
            res1b_reg <= res1b;
            res2b_reg <= res2b;
            res3b_reg <= res3b;
            res4b_reg <= res4b;
            res5b_reg <= res5b;
        end
    end
Artificial_Neuron #(
        .k(k1),
        .n(n),
        .b(b),
        .m(m1),
        .res_width(res_width1)
) neuron0a (
        .activation_input(activation0a),
        .weight(weight0a),
        .bias(bias0a),
        .clk(clk),
        .load_params(load_params),
        .rstn(rstn),
        .res(res0a)
    );
Artificial_Neuron #(
        .k(k1),
        .n(n),
        .b(b),
        .m(m1),
        .res_width(res_width1)
) neuron1a (
        .activation_input(activation1a),
        .weight(weight1a),
        .bias(bias1a),
        .clk(clk),
        .load_params(load_params),
        .rstn(rstn),
        .res(res1a)
    );
assign activation_sec_layer = {res1a_reg, res0a_reg};    
Artificial_Neuron #(
        .k(k2),
        .n(n),
        .b(b),
        .m(m2),
        .res_width(res_width2)
) neuron0b (
        .activation_input(activation_sec_layer),
        .weight(weight0b),
        .bias(bias0b),
        .clk(clk),
        .load_params(load_params),
        .rstn(rstn),
        .res(res0b)
    );
Artificial_Neuron #(
        .k(k2),
        .n(n),
        .b(b),
        .m(m2),
        .res_width(res_width2)
) neuron1b (
        .activation_input(activation_sec_layer),
        .weight(weight1b),
        .bias(bias1b),
        .clk(clk),
        .load_params(load_params),
        .rstn(rstn),
        .res(res1b)
    );
Artificial_Neuron #(
        .k(k2),
        .n(n),
        .b(b),
        .m(m2),
        .res_width(res_width2)
) neuron2b (
        .activation_input(activation_sec_layer),
        .weight(weight2b),
        .bias(bias2b),
        .clk(clk),
        .load_params(load_params),
        .rstn(rstn),
        .res(res2b)
    );
Artificial_Neuron #(
        .k(k2),
        .n(n),
        .b(b),
        .m(m2),
        .res_width(res_width2)
) neuron3b (
        .activation_input(activation_sec_layer),
        .weight(weight3b),
        .bias(bias3b),
        .clk(clk),
        .load_params(load_params),
        .rstn(rstn),
        .res(res3b)
    );
Artificial_Neuron #(
        .k(k2),
        .n(n),
        .b(b),
        .m(m2),
        .res_width(res_width2)
) neuron4b (
        .activation_input(activation_sec_layer),
        .weight(weight4b),
        .bias(bias4b),
        .clk(clk),
        .load_params(load_params),
        .rstn(rstn),
        .res(res4b)
    );
Artificial_Neuron #(
        .k(k2),
        .n(n),
        .b(b),
        .m(m2),
        .res_width(res_width2)
) neuron5b (
        .activation_input(activation_sec_layer),
        .weight(weight5b),
        .bias(bias5b),
        .clk(clk),
        .load_params(load_params),
        .rstn(rstn),
        .res(res5b)
    );
Argmax #(.width(res_width2)) argmax_act_func(
    .in0b(res0b_reg),
    .in1b(res1b_reg),
    .in2b(res2b_reg),
    .in3b(res3b_reg),
    .in4b(res4b_reg),
    .in5b(res5b_reg),
    .max_in(result),
    .clk(clk),
    .rstn(rstn)
);
endmodule
==> /design/flow/run.sh <==
#!/bin/bash
# OpenROAD 26Q1-2900-gdf79404cd8, Yosys 0.63+post, stock flow scripts
make -C /OpenROAD-flow-scripts/flow DESIGN_CONFIG=/design/flow/config.mk WORK_HOME=/design/flow/orfs finish
==> /design/flow/config.mk <==
export PLATFORM = sky130hd
export DESIGN_NAME = Neural_Network
export DESIGN_NICKNAME = Neural_Network
export VERILOG_FILES = /design/flow/design.v
export SDC_FILE = /design/flow/constraint.sdc
export NUM_CORES = 4
export LEC_CHECK = 1
export CORE_UTILIZATION = 30
==> /design/flow/constraint.sdc <==
current_design Neural_Network

set clk_period 14.6
set clk_io_pct 0.2

create_clock -name clk0 -period $clk_period [get_ports {clk}]

set non_clock_inputs [all_inputs -no_clocks]
set_input_delay [expr $clk_period * $clk_io_pct] -clock clk0 $non_clock_inputs
set_output_delay [expr $clk_period * $clk_io_pct] -clock clk0 [all_outputs]
==> reports/results.txt <==
Crit end category -> register
Met3 wire length -> 51.0 mm
# IOs -> 688
Yosys chip area -> 165000 um2
PostCTS Resize Cnt -> 0
Residual DRC -> 0
Clk sinks -> 924
Mean Syn Cell Area -> 9.83 um2
Die width -> 743 um
Most frequent CP cell -> fa_1
WL per Instance -> 19.2 um
Post-cts hold buffer count -> 0
# rows -> 271
Clock transition at path regs -> 0.06 ns
CTS HTree Levels -> 3
Status -> completed
CTS tree -> done
Post-route ant nets -> 0
Worst EP required -> 15.40 ns
Die area -> 552000 um2
Num CTS Buffers -> 119
RSZ-0062 raised after global routing -> false
Worst r2r src -> neuron1a.weight_reg[0]$_DFFE_PN0P_
Final period utilization -> 86.7%
Initial antenna violation count -> 58
Clock buffer depth -> 4
Wire length on met1 -> 186 mm
Top FF cell, synth -> dfrtp_1
Worst hold path type -> register to register
Fillers -> 54990
Slowest CP cell -> fa_1
Max Freq -> 79.0 MHz
Pre-Repair DR Iteration Count -> 5
Critical Path Start Type -> register
Hold wc startpoint -> argmax_act_func.comp_4b_5b_temp[14]$_DFF_PN0_
Critical Path Max Stage Delay -> 0.56 ns
Most numerous logic cell after layout -> inv_1
Met2 wire length -> 216 mm
Vias in the first global route -> 118374
Fin crit period -> 12.66 ns
Crit path kind -> register to register
Arrival time of the worst setup path -> 13.47 ns
Count of buffers from port buffering -> 542
DR top layer -> met5
Setup TNS -> 0 ns
Final slew viol count -> 0
Largest net degree at the start of global routing -> 94
Die height -> 743 um
Area Overhead vs Synth -> 10.6%
Synthesized instance count -> 16766
Routed vias/inst -> 4.48
Final WS setup -> 1.94 ns
Clk root buf -> clkbuf_16
Syn. warnings -> 18
Slew @ Worst Pin -> 0.934 ns
WL final -> 465 mm
Final setup viols -> 0
CP startpoint -> neuron1a.weight_reg[0]$_DFFE_PN0P_
Via count -> 108790
Seq share, synth -> 14.0%
Drt first-iter violations -> 4915
GR Overflow Total -> 0
Final Hold Fails -> 0
GPL Wtd Cong -> 0.971
Ys async rst share -> 100%
Tool warnings -> 201
Most common logic cells in the final layout -> inv_1 (3932), fa_1 (3632), nand2_1 (2682), ha_1 (1330), and2_1 (1309)
Distinct cells, synth -> 89
Skew final -> 0.144 ns
Synthesized registers -> 924
Setup WS pre-CTS -> 1.92 ns
Slew HR -> 36.9%
Layout cells sized above 1 -> 4.75%
Clock Latency Late Sink -> 0.97 ns
Core area -> 546000 um2
Worst-path fanout max -> 17
Netlist Area Pre-Place -> 165000 um2
Floorplan core density -> 30.2%
Post-DP HPWL -> 393 mm
Max-Cap Viols -> 0
Total track usage -> 18.2%
EDFF count, synth -> 0
Post-CTS Setup Bufs -> 0
Ys cells -> 16766
WHS -> 0.345 ns
First-pass GRT wire length -> 723 mm
## final cells by class
class	count	area [um2]	share of cell area [%]
clock inverter	68	858	0.471
clock buffer	149	3310	1.82
timing repair buffer	743	6960	3.81
inverter	3933	14800	8.09
multi-input combinational	11199	124000	68.1
antenna	25	62.6	0.0343
sequential	924	23200	12.7
tap	7234	9050	4.96
## synth_stat cells, drive strengths merged (5+ instances only)
master,instances,area share (%)
inv,3933,9.0
fa,3632,44
nand2,2683,6.1
ha,1330,10
and2,1310,5.0
dfrtp,924,14
clkbuf,670,1.5
mux2,355,2.4
nand2b,315,1.2
a21oi,183,0.59
o21ai,175,0.54
xnor2,161,0.88
nor2,140,0.32
nor2b,133,0.50
a21o,105,0.48
xor2,73,0.39
o31ai,68,0.33
a22o,62,0.33
o22ai,57,0.22
o21a,44,0.20
buf,40,0.15
nor3,37,0.12
nand3,36,0.11
nand4,36,0.14
a211oi,28,0.14
a31oi,21,0.083
o41ai,20,0.12
o211ai,17,0.083
o21bai,17,0.077
a211o,14,0.074
and3,14,0.053
or3,14,0.053
a2111oi,10,0.053
o2111ai,10,0.053
or2,10,0.038
nor4,9,0.034
a32o,8,0.049
and4,6,0.032
o31a,6,0.032
or4,6,0.027
a21boi,5,0.023
nand3b,5,0.023
## metal layers
layer / GRT usage, % / vias up
met3: 8.55 / 448
met5: 0.507 / -
li1: - / 49581
met2: 28.2 / 3138
met1: 24.2 / 55580
met4: 3.44 / 43
## final timing paths
path	cells after the start	slack, ns	end
max in group asynchronous	7	8.33	neuron1a.activation_input_reg[68]$_DFFE_PN0P_
hold / removal	0	0.35	argmax_act_func.comp_4b_5b[14]$_DFF_PN0_
setup reg to reg	44	1.94	res1a_reg[6]$_DFFE_PN0P_
setup / recovery	44	1.94	res1a_reg[6]$_DFFE_PN0P_
min in group asynchronous	1	1.88	neuron4b.bias_reg[6]$_DFFE_PN0P_
hold reg to reg	0	0.35	argmax_act_func.comp_4b_5b[14]$_DFF_PN0_
## through the flow
step | cell area, um2 | cells | util, %
final | 182000 | 24275 | 33.4
after global routing | 182000 | 24257 | 33.4
after CTS | 182000 | 24250 | 33.4
after detailed placement | 178000 | 24033 | 32.6
after global placement | 178000 | 24033 | 32.6
after floorplan | 165000 | 16766 | -
## logic make-up after synthesis
family | after synthesis | synth area share, %
AND-OR/OR-AND | 882 | 3.65
XOR/XNOR | 234 | 1.26
adder cells (fa/ha/maj) | 4962 | 54.2
AND/OR/NAND/NOR | 4762 | 13.8
other | 1 | 0.00227
flip-flops | 924 | 14.0
buffers and inverters | 4643 | 10.6
multiplexers | 358 | 2.44
## critical path: cells and delay by family, from the launching register on
family,cells,cell delay [ns]
DFF,1,0.53
buffers and inverters,9,0.49
and+or+nand+nor,6,1.29
AOI/OAI and AO/OA,9,1.76
xor gates and xnor gates,2,0.30
adders and majority gates,18,8.19
