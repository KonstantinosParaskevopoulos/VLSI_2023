[flow/config.mk]
export PLATFORM = sky130hd
export DESIGN_NAME = ALU
export DESIGN_NICKNAME = ALU
export VERILOG_FILES = /design/flow/design.v
export SDC_FILE = /design/flow/constraint.sdc
export NUM_CORES = 4
export LEC_CHECK = 1
export CORE_UTILIZATION = 30
[flow/run.sh]
#!/bin/bash
# OpenROAD 26Q1-2900-gdf79404cd8, Yosys 0.63+post, stock flow scripts
make -C /OpenROAD-flow-scripts/flow DESIGN_CONFIG=/design/flow/config.mk WORK_HOME=/design/flow/orfs finish
[flow/design.v]
module ALU
#(
    parameter n = 3
)
(
    input signed [n-1:0] A,
    input signed [n-1:0] B,
    input [3:0] Opcode,
    output reg signed[n-1:0] Y,
    output reg [4:0] status
    );
    always @(Opcode or A or B)
    begin
        status=5'b00000;
        case (Opcode)
         4'd0 :
         begin
         status[2]=(A<B? 1'b1 : 1'b0);
         {status[0], Y} = A - B;
         status[1]=(Y==0? 1'b1 : 1'b0);
         status[4]= !(^Y);
         status[3]= (Y>0&&A<0&&B<0? 1'b1 : 1'b0); 
 	end
         4'd1 :
         begin 
         status[2]=1'b0;
         {status[0], Y} = A + B;
         status[1]=(Y==0? 1'b1 : 1'b0);
         status[4]= !(^Y);
	 status[3]= (Y<0&&A>0&&B>0? 1'b1 : 1'b0);
         end
         4'd2 :
         begin 
         status[2]=(A<1? 1'b1 : 1'b0);
         {status[0], Y} = A - 1;
         status[1]=(Y==0? 1'b1 : 1'b0);
         status[4]= !(^Y);
	 status[3]=(Y>0&&A<1? 1'b1: 1'b0);
         end
         4'd3 :
         begin
         status[2]=1'b0;
         {status[0], Y} = A + 1;
         status[1]=(Y==0? 1'b1 : 1'b0);
         status[4]= !(^Y); 
	 status[3]=(Y<0&&A>0? 1'b1: 1'b0);
         end 
         4'd4 : 
         begin
         if (A[n-1]==1'b1)
            Y=-$signed(A);
            else Y=A;
        status[1]=(Y==0? 1'b1 : 1'b0);
         status[4]= !(^Y);
        end
         4'd5 : 
         begin
         Y = ~A;
         status[1]=(Y==0? 1'b1 : 1'b0);
         status[4]= !(^Y);
         end
         4'd6 : 
         begin
         Y = A & B;
         status[1]=(Y==0? 1'b1 : 1'b0);
         status[4]= !(^Y);
         end
         4'd7 : 
         begin
         Y = A | B;
         status[1]=(Y==0? 1'b1 : 1'b0);
         status[4]= !(^Y);
         end
         4'd8 :
         begin 
         Y = A ^ B;
         status[1]=(Y==0? 1'b1 : 1'b0);
         status[4]= !(^Y);
         end
         4'd9 : 
         begin
         status[0]=A[n-1];
         Y = A <<< B;
         status[1]=(Y==0? 1'b1 : 1'b0);
         status[4]= !(^Y);
         end
         4'd10:
         begin 
         status[0]=A[0];
         Y = A >>> B;
         status[1]=(Y==0? 1'b1 : 1'b0);
         status[4]= !(^Y);
         end
         4'd11: 
         begin
         status[0]=A[0];
         Y = A >> B;
         status[1]=(Y==0? 1'b1 : 1'b0);
         status[4]= !(^Y);
         end
         4'd12: 
         begin
         Y = {A[n-2:0],A[n-1]};
         end
         4'd13:
         begin 
         Y = {A[0],A[n-1:1]};
         end
         4'd14: 
         begin
         Y = 'd0;
         end
         4'd15: 
         begin
         Y = 'd1;
         end
        endcase 
    end
endmodule
[flow/constraint.sdc]
current_design ALU

set clk_period 4.5
set clk_io_pct 0.2

create_clock -name clk0 -period $clk_period

set non_clock_inputs [all_inputs -no_clocks]
set_input_delay [expr $clk_period * $clk_io_pct] -clock clk0 $non_clock_inputs
set_output_delay [expr $clk_period * $clk_io_pct] -clock clk0 [all_outputs]
==> writeup.txt <==
The flow ran to the end, and the final reports show no timing, DRC or antenna violations. The final non-filler cell area is 2066 um^2. Per the post-route antenna check, the number of violating nets is 0. The worst setup path is captured at an output port. Worst min-delay path endpoint: status[0]. The run gives 22.57% for the layout overhead on the synthesized area. The count of hold-fix buffers inserted at cts came out at 0. The script parses the final routing iteration and logs DRC violations as 0. The vias per cell works out to 5.712.

Power density normalized to cell area: 110.9 nW/um^2. The height of the die is 76.95 um, and the total die size is 5921 um^2. The worst VDD IR drop from the latest analysis is 62.78 uV. The tools report the synthesized cell area as 1685 um^2.

The OpenROAD report gives the critical path a data arrival time of 3.49 ns. After layout, the design draws a total of 0.2291 mW. In the synthesis report, Yosys lists the chip area as 1685 um^2. The clock period could shrink to 4.391 ns.

Maximum operating frequency: 227.7 MHz. With the yosys synthesis warning count at 1, the final routed wire length divided by cell count is 16.66 um. The detailed router finished its first iteration with 207 violations. The final report lists the setup-violating endpoint count as 0. The run gives 0 as the layout sequential cell count. The startpoint of the tightest hold check path is A[0]. For the number of placed instances with taps included, the log shows 329.

The timing report shows the most common cell along the critical path to be sky130_fd_sc_hd__clkdlybuf4s50_1. The report gives the cell count of the worst hold path as 5. The element type at the critical path start is an input port. Fraction of the core area occupied by cells at floorplan: 0.3198. The number of instances in the synthesized netlist is 231. The pin closest to its max-slew limit shows a slew of 0.5733 ns. The post-detailed-placement half-perimeter wirelength came out at 4273 um. Path type of the worst min-delay path: in2out. For the clock tree buffer count of the final layout, the log shows 0. The run gives 566 as the number of inserted filler cells in the final layout.

The initialized floorplan defines 26 standard-cell rows. The logs give 8990 um for the global-route wire length before repair and 0.9854 for the routability-driven placement congestion ratio. Detailed routing inserted a total of 1,885 vias. The die is 76.95 um wide. Setup repair after global routing left no endpoint under its margin. The tally of OpenROAD warnings was 44. With the number of library cell types mapped by synthesis at 53, the final wirelength is 5499 um.

In the setup report, the worst path falls into the class in2out. The tools report the initial antenna violation count as 0. The total of buffers placed on input and output ports works out to 18.

The slowest stage cell on the critical path was sky130_fd_sc_hd__fa_1. The worst path meets setup with 0.1085 ns of slack. The logs give 0 um^2 for the sequential standard cell area and 0 for the final count of pins violating max slew.

Before antenna repair, the detailed router went through 7 iterations. The total I/O pin count is 18, and the max-cap violation count is 0. With the critical path's largest stage delay at 0.54 ns, the via count of the first global-routing pass is 1,736. Max fanout on the critical path was recorded as 2.

The worst slew slack as a fraction of its limit was 0.6149. The finished layout holds 330 standard cells, fillers aside. The total area inside the core boundary comes to 5270 um^2. Pin count of the biggest net entering global routing: 25. For the count of inserted antenna diode cells, the log shows 0. The average footprint of a synthesized cell was 7.296 um^2; the global router's overall resource usage was 0.1937. Most frequent logic cell in the layout: sky130_fd_sc_hd__buf_4.

The synth_stat.txt file lists the number of cells as 231. The final clock period utilization by the worst path came out at 0.9759. The cell sequence reported for the critical path is clkdlybuf4s50_1 > ha_2 > fa_2 > fa_1 > buf_6 > nand2_2 > nor4_2 > a211o_1 > clkdlybuf4s50_1. The leakage power in the latest report is 0.8475 nW. With the sequential cell area fraction in the yosys report at 0, the pre-CTS setup slack is -0.09491 ns. Fraction of final layout cells with drive strength greater than 1: 0.1654. The library cells used most frequently in the layout, excluding fill and tap cells, are sky130_fd_sc_hd__buf_4, sky130_fd_sc_hd__ha_1, sky130_fd_sc_hd__nand2_1, sky130_fd_sc_hd__nor2_1, sky130_fd_sc_hd__clkdlybuf4s50_1. The number of endpoints with negative hold slack in the final report was 0.

With the leftover overflow at the end of global routing at 0, the required time of the critical path is 3.60 ns. The core utilization of the finished layout is 0.3920. The placement stage leaves a total instance area of 2039 um^2.
## worst max path at each step
stage | start | slack [ns] | endpoint | cells after the start
4_1_cts | A[0] | 0.004 | status[3] | 10
5_1_grt | B[0] | 0.0007 | status[3] | 10
6_report | B[0] | 0.11 | status[3] | 9
## repair_timing
item | 4_1_cts | 5_1_grt
setup endpoints to repair | 2 | 3
pin swaps | 5 | 4
gates cloned | 0 | 0
resized | 3 | 5
setup buffers | 0 | 1
## through the flow
stage          hold WS (ns)  setup TNS (ns)
2_1_floorplan         1.925               0
3_3_place_gp          3.017        -0.07038
3_5_place_dp          3.011        -0.09491
4_1_cts               2.993               0
5_1_grt               2.929               0
6_report              2.853               0
## per-layer routing
layer	GRT usage	part of all wire	routed length [um]
met1	0.2841	0.46	2536
met2	0.2955	0.44	2421
met3	0.03748	0.081	447
met4	0.03654	0.017	94
met5	0	0	0
## power breakdown
part	internal, mW	switching [mW]	leakage (nW)
Sequential	0	0	0
Clock	0	0	0
Combinational	0.110	0.119	0.848
Total	0.110	0.119	0.848
## critical path: cells and delay by family
| family | cells | cell delay [ns] |
|---|---|---|
| adders and majority gates | 3 | 1.09 |
| buffers and inverters | 3 | 1.00 |
| and+or+nand+nor | 2 | 0.34 |
| AOI/OAI and AO/OA | 1 | 0.15 |
## cell usage after synthesis, drive strengths merged (5+ instances only)
cell type | instances | share of area
xnor2 | 9 | 0.051
inv | 14 | 0.031
o211ai | 5 | 0.022
buf | 20 | 0.082
nand2 | 20 | 0.045
nor3 | 7 | 0.024
a32oi | 5 | 0.026
nor4 | 6 | 0.031
a31oi | 6 | 0.022
ha | 25 | 0.19
nor2b | 5 | 0.019
xor2 | 7 | 0.036
a21oi | 11 | 0.033
o21ai | 11 | 0.033
nor2 | 19 | 0.042
## kinds of logic after synthesis
group	Yosys count	share of synthesized area
AND-OR/OR-AND	59	0.2450
XOR/XNOR	16	0.08761
adder cells (fa/ha/maj)	29	0.2331
buffers and inverters	35	0.1158
multiplexers	4	0.02376
AND/OR/NAND/NOR	88	0.2947
## final cells by class
| type | count | area [um^2] | area share |
|---|---|---|---|
| Multi-Input combinational cell | 196 | 1504 | 0.7280 |
| Inverter | 15 | 56.30 | 0.02726 |
| Tap cell | 70 | 87.58 | 0.04240 |
| Timing Repair Buffer | 49 | 417.9 | 0.2023 |
No activity file was given, so power comes from the tool's default toggle rates.
