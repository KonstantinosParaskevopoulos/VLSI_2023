===== flow/run.sh =====
#!/bin/bash
# OpenROAD 26Q1-2900-gdf79404cd8, Yosys 0.63+post, stock flow scripts
make -C /OpenROAD-flow-scripts/flow DESIGN_CONFIG=/design/flow/config.mk WORK_HOME=/design/flow/orfs finish

===== flow/config.mk =====
export PLATFORM = sky130hd
export DESIGN_NAME = GCD_full
export DESIGN_NICKNAME = GCD_full
export VERILOG_FILES = /design/flow/design.v
export SDC_FILE = /design/flow/constraint.sdc
export NUM_CORES = 4
export LEC_CHECK = 1
export CORE_UTILIZATION = 30

===== flow/constraint.sdc =====
current_design GCD_full

set clk_period 5.1
set clk_io_pct 0.2

create_clock -name clk0 -period $clk_period [get_ports {clk}]

set non_clock_inputs [all_inputs -no_clocks]
set_input_delay [expr $clk_period * $clk_io_pct] -clock clk0 $non_clock_inputs
set_output_delay [expr $clk_period * $clk_io_pct] -clock clk0 [all_outputs]

===== flow/design.v =====
module GCD_FSM(
   input x_eq_y, x_gt_y, x_lt_y, calculate_new,
   input clk,rstn, 
   output reg x_sel, y_sel, x_ld, y_ld, data_en
   );
   reg [2:0]   state;    
   reg [2:0]   nextstate;
   parameter [2:0] X_Y_LOAD=3'b000;  
   parameter [2:0] COMPARE=3'b001;  
   parameter [2:0] Y_MINUS_X=3'b010;  
   parameter [2:0] X_MINUS_Y=3'b011;  
   parameter [2:0] DATA_READY=3'b100;  
   always @(posedge clk or negedge rstn)
     begin
       if (!rstn)  
         state=X_Y_LOAD;
       else
         state=nextstate;
     end
   always @(state,x_eq_y, x_gt_y, x_lt_y, calculate_new)
     begin
    case (state)        
            X_Y_LOAD:   begin
                            if (calculate_new==1'b1)			                                                nextstate = COMPARE;                                                                       
                            else							                                                    nextstate = X_Y_LOAD;
            end
			COMPARE: 	begin
                            if (x_gt_y==1'b1&&calculate_new==1'b0)                                              nextstate = X_MINUS_Y;
                            else if (x_lt_y==1'b1&&calculate_new==1'b0)                                         nextstate = Y_MINUS_X;
                            else if (x_eq_y==1'b1&&calculate_new==1'b0)                                         nextstate = DATA_READY;
					        else							                                                    nextstate = COMPARE;
            end
			Y_MINUS_X:	begin
                            nextstate = COMPARE;
            end
			X_MINUS_Y:    begin
                            nextstate = COMPARE;
            end
            DATA_READY:    begin
                            nextstate = X_Y_LOAD;
            end
			default:								                                                            nextstate = X_Y_LOAD;
    endcase  
     end  
   always @(state)
 begin
   case (state)
      X_Y_LOAD: 
      begin 
        x_sel <= 1'b1;
        y_sel <= 1'b1;
        x_ld <= 1'b1;
        y_ld <= 1'b1;
        data_en <= 1'b0;
      end
      COMPARE: 
      begin 
        x_sel <= 1'b0;
        y_sel <= 1'b0;
        x_ld <= 1'b0;
        y_ld <= 1'b0;
        data_en <= 1'b0;
      end
      X_MINUS_Y   : 
      begin 
        x_sel <= 1'b0;
        y_sel <= 1'b0;
        x_ld <= 1'b1;
        y_ld <= 1'b0;
        data_en <= 1'b0;
      end
      Y_MINUS_X   : 
      begin 
        x_sel <= 1'b0;
        y_sel <= 1'b0;
        x_ld <= 1'b0;
        y_ld <= 1'b1;
        data_en <= 1'b0;
      end
      DATA_READY   : 
      begin 
        x_sel <= 1'b0;
        y_sel <= 1'b0;
        x_ld <= 1'b0;
        y_ld <= 1'b0;
        data_en <= 1'b1;
      end
    default: begin 
        x_sel <= 1'b1;
        y_sel <= 1'b1;
        x_ld <= 1'b1;
        y_ld <= 1'b1;
        data_en <= 1'b0;
      end
   endcase  
 end
endmodule
module Comparator(
    input [31:0] x_i,
    input [31:0] y_i,
    output x_eq_y, x_gt_y, x_lt_y,
    output [31:0] x_o
);
    assign x_eq_y = (x_i==y_i) ? 1 : 0;
    assign x_gt_y = (x_i>y_i) ? 1 : 0;
    assign x_lt_y = (x_i<y_i) ? 1 : 0;
    assign x_o = x_i;
endmodule
module GCD_Datapath(
input [31:0] x_i,
input [31:0] y_i,
input x_sel, y_sel, x_ld, y_ld, data_en,
input clk,rstn,
output x_eq_y, x_gt_y, x_lt_y,
output [31:0] data_o
);
reg [31:0] output_reg;
wire [31:0] x_o;
wire [31:0] mux_for_x;
wire [31:0] mux_for_y;
wire [31:0] x_sub;
wire [31:0] y_sub;
reg [31:0] x_reg;
reg [31:0] y_reg;
wire [31:0] x_mid;
wire [31:0] y_mid;
assign x_sub = x_reg - y_reg;
assign y_sub = y_reg - x_reg;
assign mux_for_x = (x_sel) ? x_i : x_sub;
assign mux_for_y = (y_sel) ? y_i : y_sub;
always @ (posedge clk or negedge rstn) begin
    if (!rstn) x_reg <= 32'h0000;
    else if (x_ld) x_reg <= mux_for_x;
end
always @ (posedge clk or negedge rstn) begin
    if (!rstn) y_reg <= 32'h0000;
    else if (y_ld) y_reg <= mux_for_y;
end
assign x_mid = x_reg;
assign y_mid = y_reg;
Comparator c1(x_mid, y_mid, x_eq_y, x_gt_y, x_lt_y, x_o);
always @ (posedge clk or negedge rstn) begin
    if (!rstn) output_reg <= 32'h0000;
    else if(data_en) output_reg <= x_o;
end
assign data_o = output_reg;
endmodule
module GCD_full
(
input [31:0] x_i,
input [31:0] y_i,
input calculate_new,     
input clk,         
input rstn,     
output [31:0] data_o,
output data_ready_reg
);
wire x_sel_w, y_sel_w, x_ld_w, y_ld_w, data_en_w, x_eq_y_w, x_gt_y_w, x_lt_y_w;
GCD_FSM fsm(x_eq_y_w, x_gt_y_w, x_lt_y_w, calculate_new, clk, rstn, x_sel_w, y_sel_w, x_ld_w, y_ld_w, data_en_w);
GCD_Datapath dp(x_i, y_i, x_sel_w, y_sel_w, x_ld_w, y_ld_w, data_en_w, clk, rstn, x_eq_y_w, x_gt_y_w, x_lt_y_w, data_o);
assign data_ready_reg = data_en_w;
endmodule

==> results.json <==
{
  "grt_max_degree": 48,
  "routabilityCongestion": 0.908,
  "worstSkewPairLatency_ns": 0.36,
  "instances_no_fill": 1254,
  "dieArea_mm2": 0.0263,
  "cts_tree": "done",
  "mostFrequentLayoutCells": "99 x dfrtp_1, 98 x clkdlybuf4s50_1, 74 x inv_1, 65 x a21oi_1, 63 x ha_1",
  "lay_top_count": "dfrtp_1",
  "status": "finished, final reports clean",
  "yosys_area_mm2": 0.00770,
  "fp_util_pct": 30.6,
  "ios": 100,
  "cts_hold_buf": 0,
  "critPathMaxFanout": 3,
  "syn_area_mm2": 0.00770,
  "r2r-start": "dp.y_reg[0]$_DFFE_PN0N_",
  "hp-class": "in2async",
  "core_area_mm2": 0.0252,
  "cts_buffers": 9,
  "required_ns": 5.31,
  "crit_type": "reg2reg",
  "syn2layout_area_growth_pct": 19.7,
  "ys_sh_mux_pct": 6.24,
  "numPortBuffers": 99,
  "drtIter0Drc": 459,
  "drive_above_1_share_pct": 10.7,
  "antenna_found_initial": 0,
  "root_buffer": "clkbuf_16",
  "grt_setup_unrepaired": "false",
  "rr_endpoint": "dp.y_reg[16]$_DFFE_PN0N_",
  "arrival_ns": 3.33,
  "clock_sinks": 101,
  "cts_htree_levels": 3,
  "dp_hpwl_um": 16800,
  "setup_viol": 0,
  "netlist_instances": 856,
  "std_cell_rows": 58,
  "wl_met1_um": 11000,
  "dr_wl_met3_um": 1170,
  "antenna-diode-count": 0,
  "ys_sh_simple_pct": 12.2,
  "gr-total-overflow": 0,
  "edf_count": 0,
  "rrSetupSlack_ns": 1.98,
  "crit_path_end_kind": "flip-flop",
  "warning_count": 56,
  "min_period_ns": 3.12,
  "wl_per_cell_um": 17.8,
  "yosys_warnings": 2,
  "met2_length_um": 9650,
  "postSynthAreaPerCell_um2": 9.00,
  "max_freq_mhz": 320,
  "relSlewSlack_pct": 54.6,
  "dr.pass1.iters": 5,
  "reg2reg_depth": 12,
  "synth_async_sr_flop_share_pct": 100,
  "grt_pass1_vias": 6496,
  "min_period_over_period_pct": 61.2,
  "cp_slowest_stage_delay_ns": 0.58,
  "vias": 6452,
  "fa_ha_area_share_pct": 10.8,
  "finalClockSkew_ns": 0.0142,
  "holdWs_ns": 0.487,
  "ys.flops": 101,
  "ant_nets": 0,
  "final.setup.tns_ns": 0,
  "clk_pin_slew_ns": 0.07,
  "ys_cells": 856,
  "netlist_logic_family_top": "AND-OR/OR-AND gates",
  "place_inst": 1238,
  "grt_pass1_wl_um": 36600,
  "drv_slew": 0,
  "worst_pin_slew_ns": 0.674,
  "cts_buffer_depth": 2,
  "synthFlopType": "dfrtp_1",
  "wl_um": 22400,
  "viasPerCell": 5.15,
  "die_w_um": 162,
  "yosys.area_share.aoi_pct": 24.7,
  "cp-start-kind": "flip-flop",
  "synth_seq_share_pct": 32.8,
  "track_usage_pct": 18.2,
  "synthXorXnorAreaFrac_pct": 6.03,
  "cts_resized": 0,
  "synth_cell_types": 67,
  "crit_slowest_cell": "o21ai_0",
  "hold_violations": 0,
  "top_layer": "met4",
  "cp_cell_sequence": "inv_1 -> ha_1 -> fa_1 -> nor2b_1 -> o31ai_2 -> a21oi_1 -> a21oi_1 -> o21ai_0 -> a21boi_0 -> xnor2_1 -> mux2i_1 -> o21ai_0",
  "cap_violations": 0,
  "cts_setup_buffers": 0,
  "die_h_um": 162,
  "route.detailed.drc": 0
}
per-stage QoR:
| stage | util (%) | worst slack, ns | cell area, µm² |
|---|---|---|---|
| floorplan | - | 2.50 | 7700 |
| global placement | 35.4 | 2.04 | 8930 |
| detailed placement | 35.4 | 2.04 | 8930 |
| CTS | 36.6 | 1.99 | 9220 |
| global route | 36.6 | 1.71 | 9220 |
| finish | 36.6 | 1.98 | 9220 |
per-layer routing:
layer / vias to the layer above / GRT usage (%)
li1: 3191 / -
met1: 3059 / 28.6
met2: 175 / 26.7
met3: 27 / 2.81
met4: 0 / 3.73
met5: - / 0
logic make-up after synthesis:
kind of cell,after synthesis
compound gates,270
fa+ha+maj,65
xor+xnor,53
buf+inv,133
mux,44
flops,101
simple gates,190
how the worst max path moves through the flow:
| stage | from | end | slack (ns) | cells after the start |
|---|---|---|---|---|
| 6_report | dp.y_reg[0]$_DFFE_PN0N_ | dp.y_reg[16]$_DFFE_PN0N_ | 1.98 | 12 |
| 4_1_cts | dp.y_reg[0]$_DFFE_PN0N_ | dp.y_reg[16]$_DFFE_PN0N_ | 1.99 | 12 |
| 5_1_grt | dp.x_reg[0]$_DFFE_PN0N_ | dp.x_reg[28]$_DFFE_PN0N_ | 1.71 | 12 |
final cells by class:
class | instances | area (µm²)
Fill cell | 2533 | 16000
Clock inverter | 5 | 58.8
Timing Repair Buffer | 111 | 1080
Sequential cell | 101 | 2530
Multi-Input combinational cell | 622 | 4630
Inverter | 74 | 278
Clock buffer | 11 | 233
Tap cell | 330 | 413
Yosys cell counts, types with 6 or more instances:
library cell  instances  area, µm²
nand4_1               8       50.1
nor2_1               40        150
o21bai_1              8       60.1
o21ai_2               6       52.6
clkbuf_1             32        120
mux2_2               32        360
xnor2_1              36        315
xor2_1               17        149
o21a_1                7       52.6
or3_1                 6       37.5
inv_1                74        278
a221oi_2              8        120
nand2b_1              7       43.8
a21oi_1              65        325
nor2b_1               9       56.3
nor3_1               35        175
and3_1                7       43.8
buf_4                 9       67.6
ha_1                 63        788
nand2_1              50        188
mux2i_1              12        120
a21o_1               31        233
buf_2                15       75.1
nand3_1              10       50.1
o21ai_0              59        295
o221ai_1             18        158
dfrtp_1             100       2500
a221oi_1             21        184
worst max-delay path, delay by kind of cell (launching register included):
family | cells | cell delay [ns]
XOR/XNOR | 1 | 0.16
AND-OR/OR-AND | 6 | 1.42
AND/OR/NAND/NOR | 1 | 0.24
adder cells (fa/ha/maj) | 2 | 0.60
multiplexers | 1 | 0.13
buffers and inverters | 1 | 0.05
flip-flops | 1 | 0.37
